==> flow/run.sh <==
#!/bin/bash
# OpenROAD 26Q1-2900-gdf79404cd8, Yosys 0.63+post, stock flow scripts
make -C /OpenROAD-flow-scripts/flow DESIGN_CONFIG=/design/flow/config.mk WORK_HOME=/design/flow/orfs finish
==> flow/config.mk <==
export PLATFORM = sky130hd
export DESIGN_NAME = processor
export DESIGN_NICKNAME = processor
export VERILOG_FILES = /design/flow/design.v
export SDC_FILE = /design/flow/constraint.sdc
export NUM_CORES = 4
export LEC_CHECK = 1
export CORE_UTILIZATION = 30
==> flow/constraint.sdc <==
current_design processor

set clk_period 7.8
set clk_io_pct 0.2

create_clock -name clk0 -period $clk_period [get_ports {SYS_clk}]

set non_clock_inputs [all_inputs -no_clocks]
set_input_delay [expr $clk_period * $clk_io_pct] -clock clk0 $non_clock_inputs
set_output_delay [expr $clk_period * $clk_io_pct] -clock clk0 [all_outputs]
==> flow/design.v <==
module ALU (ALU_control, ALU_operand_1, ALU_operand_2, ALU_result, ALU_status);
input [3:0] ALU_control;
input [31:0] ALU_operand_1;
input [31:0] ALU_operand_2;
output [31:0] ALU_result;
output [7:0] ALU_status;
reg [63:0] ALU_result_temp;
reg [7:0] ALU_status;
reg signed [31:0] ALU_operand_1_temp, ALU_operand_2_temp;
integer i;
assign ALU_result = ALU_result_temp [31:0];
initial begin
  ALU_status = 8'd0;
end
always @ (ALU_control, ALU_operand_1, ALU_operand_2)
  begin
    ALU_operand_1_temp = ALU_operand_1;
    ALU_operand_2_temp = ALU_operand_2;
    case (ALU_control)
        0:  
          ALU_result_temp = ALU_operand_1_temp & ALU_operand_2_temp;
        1:  
          ALU_result_temp = ALU_operand_1_temp | ALU_operand_2_temp;
        2:  
          ALU_result_temp = ALU_operand_1_temp + ALU_operand_2_temp;
        4:  
          begin
            if (ALU_operand_1_temp - ALU_operand_2_temp)
              ALU_result_temp = 64'd1;
				else
					ALU_result_temp = 64'd0;
          end
        6:  
          ALU_result_temp = ALU_operand_1_temp - ALU_operand_2_temp;
        7:  
          begin
              if (ALU_operand_1_temp[31] != ALU_operand_2_temp[31])
                begin
                    if (ALU_operand_1_temp[31] > ALU_operand_2_temp[31])
                      ALU_result_temp = 64'd1;
                    else
                      ALU_result_temp = 64'd0;
                end
              else
                begin
                    if (ALU_operand_1_temp < ALU_operand_2_temp)
                      ALU_result_temp = 64'd1;
                    else
                      ALU_result_temp = 64'd0;
                end
          end
        8:  
          ALU_result_temp = ALU_operand_1_temp + ALU_operand_2_temp;
    endcase
  end
always @ (ALU_result)
  begin
    if (ALU_result_temp == 0)
      ALU_status[7] = 1'b1;
	 if (ALU_result_temp != 0)
		ALU_status[7] = 1'b0;
    if (ALU_result_temp[63:32] > 32'd0)
      ALU_status[6] = 1'b1;
	 if (ALU_result_temp[63:32] <= 32'd0)
      ALU_status[6] = 1'b0;
    if (ALU_result_temp[31] == 1'b1  || ALU_result_temp[63] == 1'b1)
      ALU_status[4] = 1'b1;
	 if (ALU_result_temp[31] != 1'b1  || ALU_result_temp[63] != 1'b1)
      ALU_status[4] = 1'b0;
    if (ALU_result_temp[1:0] != 2'b00 || ALU_result_temp[0] != 1'b0)
      ALU_status[3] = 1'b1;
	 if (ALU_result_temp[1:0] == 2'b00 || ALU_result_temp[0] == 1'b0)
      ALU_status[3] = 1'b0;
    for (i = 31; i >= 0; i = i - 1)
        begin
            if(ALU_operand_1_temp[i] == 0 && ALU_operand_2_temp[i] == 0 && ALU_result_temp[i] == 1)
                ALU_status[5] = 1'b1;
				else
					 ALU_status[5] = 1'b0;
        end
  end
endmodule
module ALUControl(ALUOp, instruction, ALU_control);
input [1:0] ALUOp;
input [5:0] instruction;
output [3:0] ALU_control;
reg [3:0] ALU_control;
always @ (ALUOp, instruction)
  begin
    if (ALUOp == 2'b00) ALU_control = 4'b1000;  
    if (ALUOp == 2'b01) ALU_control = 4'b0100;  
    if (ALUOp == 2'b10)
        begin
          case (instruction)
              6'b100100:  
                ALU_control = 4'b0000;
              6'b100101:  
                ALU_control = 4'b0001;
              6'b100000:  
                ALU_control = 4'b0010;
              6'b100010:  
                ALU_control = 4'b0110;
              6'b101010:  
                ALU_control = 4'b0111;
              default: ALU_control = 4'bxxxx;
          endcase
        end
  end
endmodule
module DMEM (SYS_clk, DMEM_address, DMEM_data_in, DMEM_mem_write, DMEM_mem_read, DMEM_data_out);  
input SYS_clk;
input [31:0] DMEM_address;
input [31:0] DMEM_data_in;
input DMEM_mem_write;
input DMEM_mem_read;
output[31:0] DMEM_data_out;
reg [31:0] memory [0:15];
always @ (posedge SYS_clk)
  begin
    if (DMEM_mem_write)
      memory[DMEM_address] <= DMEM_data_in;
  end
assign DMEM_data_out = DMEM_mem_read ? memory[DMEM_address] : 0;
endmodule
module ExceptionHandle(ALU_status, readIn, writeIn, MemRead, MemWrite);
input [7:0] ALU_status;
input readIn, writeIn;
output reg MemRead, MemWrite;
always @(ALU_status)
	begin
		if (ALU_status[6] == 1'b1 || ALU_status[3] == 1'b1 || ALU_status[2] == 1'b1)
			begin
				MemRead = 1'b0;
				MemWrite = 1'b0;
			end
		else
			begin
				MemRead = readIn;
				MemWrite = writeIn;
			end
	end
endmodule
module IM (IMEM_PC, IMEM_instruction);
input [31:0] IMEM_PC;
output [31:0] IMEM_instruction;
reg [31:0] IMEM_instruction;
always @ (IMEM_PC)
	begin
		case (IMEM_PC)
			32'd0: IMEM_instruction = 32'b00100000000010010000000000000001;  
			32'd4: IMEM_instruction = 32'b00100000000010100000000000001010;  
			32'd8: IMEM_instruction = 32'b00100001001010010000000000000001;  
			32'd12: IMEM_instruction = 32'b00000001001010100101100000101010;  
			32'd16: IMEM_instruction = 32'b00100000000010000000000000000001;  
			32'd20: IMEM_instruction = 32'b00010001011010001111111111111100;  
			32'd24: IMEM_instruction = 32'b00100001010010100000000000001101;  
			32'd28: IMEM_instruction = 32'b00000001001010100110000000100000;  
			32'd32: IMEM_instruction = 32'b00000001001010100110100000100010;  
			32'd36: IMEM_instruction = 32'b00000001001010100111000000100100;  
			32'd40: IMEM_instruction = 32'b00000001001010100111100000100101;  
		endcase
	end
endmodule
module REG (REG_address1, REG_address2, REG_address_wr, REG_write_1, SYS_clk, REG_data_wb_in1, REG_data_out1, REG_data_out2);  
input [4:0] REG_address1;
input [4:0] REG_address2;
input [4:0] REG_address_wr;
input REG_write_1, SYS_clk;
input [31:0] REG_data_wb_in1;
output [31:0] REG_data_out1;
output [31:0] REG_data_out2;
reg [31:0] register [0:31];
initial begin
  register[0] = 32'd0;
  register[1] = 32'd0;
  register[2] = 32'd0;
  register[3] = 32'd0;
  register[4] = 32'd0;
  register[5] = 32'd0;
  register[6] = 32'd0;
  register[7] = 32'd0;
  register[8] = 32'd0;
  register[9] = 32'd0;
  register[10] = 32'd0;
  register[11] = 32'd0;
  register[12] = 32'd0;
  register[13] = 32'd0;
  register[14] = 32'd0;
  register[15] = 32'd0;
  register[16] = 32'd0;
  register[17] = 32'd0;
  register[18] = 32'd0;
  register[19] = 32'd0;
  register[20] = 32'd0;
  register[21] = 32'd0;
  register[22] = 32'd0;
  register[23] = 32'd0;
  register[24] = 32'd0;
  register[25] = 32'd0;
  register[26] = 32'd0;
  register[27] = 32'd0;
  register[28] = 32'd0;
  register[29] = 32'd0;
  register[30] = 32'd0;
  register[31] = 32'd0;
end
always @ (posedge SYS_clk)
  begin
      if (REG_write_1 == 1'd1)
        register[REG_address_wr] = REG_data_wb_in1;
  end
assign REG_data_out1 = register[REG_address1];
assign REG_data_out2 = register[REG_address2];
endmodule
module adder(dataIn1, dataIn2, dataOut);
input [31:0] dataIn1;
input [31:0] dataIn2;
output reg [31:0] dataOut;
always @ (dataIn1, dataIn2) 
	begin
		dataOut = dataIn1 + dataIn2;
   end
endmodule
module adder4(dataIn, dataOut);
input [31:0] dataIn;
output reg [31:0] dataOut;
always @ (dataIn) 
	begin
		dataOut = dataIn + 32'd4;
   end
endmodule
module and1(dataIn1, dataIn2, dataOut);
input dataIn1, dataIn2;
output dataOut;
assign dataOut = dataIn1 & dataIn2;
endmodule
module control(OpCode, control_signal);
input [5:0]OpCode;
output reg [10:0] control_signal;
always @( OpCode)
	case (OpCode)
		6'b000000 :  
			begin
				control_signal[10] = 1'b1;
				control_signal[9] = 1'b0;
				control_signal[8] = 1'b0;
				control_signal[7] = 1'b1;
				control_signal[6] = 1'b0;
				control_signal[5] = 1'b0;
				control_signal[4] = 1'b0;
				control_signal[3:2] = 2'b10;
				control_signal[1] = 1'b0;
				control_signal[0] = 1'bx;
			end
		6'b001000 :  
			begin
				control_signal[10] = 1'b0;
				control_signal[9] = 1'b1;
				control_signal[8] = 1'b0;
				control_signal[7] = 1'b1;
				control_signal[6] = 1'b0; 
				control_signal[5] = 1'b0;
				control_signal[4] = 1'b0;
				control_signal[3:2] = 2'b00;
				control_signal[1] = 1'b0;
				control_signal[0] = 1'bx;
			end
		6'b000100 :  
			begin
				control_signal[10] = 1'bx;
				control_signal[9] = 1'b0;
				control_signal[8] = 1'bx;
				control_signal[7] = 1'b0;
				control_signal[6] = 1'b0;
				control_signal[5] = 1'b0;
				control_signal[4] = 1'b1;
				control_signal[3:2] = 2'b01;
				control_signal[1] = 1'b0;
				control_signal[0] = 1'b1;
			end
	endcase
endmodule
module hexto7segment(dataIn, dataOut);
input [3:0] dataIn;
output reg [6:0] dataOut;
always @(*)
  begin
    case (dataIn)
      4'b0000: dataOut = 7'b0000001;
      4'b0001: dataOut = 7'b1001111;
      4'b0010: dataOut = 7'b0010010;
      4'b0011: dataOut = 7'b0000110;
      4'b0100: dataOut = 7'b1001100;
      4'b0101: dataOut = 7'b0100100;
      4'b0110: dataOut = 7'b0100000;
      4'b0111: dataOut = 7'b0001111;
      4'b1000: dataOut = 7'b0000000;
      4'b1001: dataOut = 7'b0000100;
      4'b1010: dataOut = 7'b0001000;
      4'b1011: dataOut = 7'b1100000;
      4'b1100: dataOut = 7'b0110001;
      4'b1101: dataOut = 7'b1000010;
      4'b1110: dataOut = 7'b0110000;
      4'b1111: dataOut = 7'b0111000;
		default dataOut = 7'b0000001;
    endcase
  end
endmodule
module mux2to1_32bit(dataIn1, dataIn2, sel, dataOut);
input [31:0] dataIn1, dataIn2;
input sel;
output [31:0] dataOut;
reg [31:0] dataOut;
always @(dataIn1, dataIn2, sel) 
	begin
		if (sel == 0)
         dataOut = dataIn1;
       else
         dataOut = dataIn2;
   end
endmodule
module mux2to1_5bit(dataIn1, dataIn2, sel, dataOut);
input [4:0] dataIn1, dataIn2;
input sel;
output [4:0] dataOut;
reg [4:0] dataOut;
always @(dataIn1, dataIn2, sel) 
	begin
		if (sel == 0)
			dataOut <= dataIn1;
      else
         dataOut <= dataIn2;
   end
endmodule
module pc(SYS_clk, SYS_reset, pc_in, pc_out);
input SYS_clk, SYS_reset;
input [31:0] pc_in;
output [31:0]	pc_out;
reg [31:0] out;
initial begin
	out = 32'd0;
end
always @(posedge SYS_clk or negedge SYS_reset)
  begin
	 if(SYS_reset == 1'b0)
		begin
			out = 32'd0;
		end
	else
      begin
        out = pc_in;
      end
  end
assign pc_out = out;
endmodule
module processor(select, SYS_clk, SYS_reset, outputled1, outputled2, hex0, hex1, hex2, hex3, hex4, hex5, hex6, hex7);
input SYS_clk, SYS_reset;
input [3:0] select;
output reg [17:0] outputled2;
output reg [7:0] outputled1;
output [6:0] hex0, hex1, hex2, hex3, hex4, hex5, hex6, hex7;
wire [7:0] ALU_status_1;
wire [31:0] ALU_result;
wire [31:0] IMEM_instruction;
wire [4:0] dataOut_mux5bit;
wire [10:0] control_signal;
wire [31:0] REG_data_out1, REG_data_out2;
wire [3:0] ALU_control;
wire [31:0] dataOut_mux32bit;
wire [31:0] extend32bit;
wire [31:0] PC_4;
wire [31:0] shiftOut1, shiftOut2;
wire [31:0] addOut2, addOut3;
wire andOut;
wire [31:0] dataOutMux3, dataOutMux5;
wire [31:0] PC_OUT;
wire [31:0] PC_IN;
wire [31:0] dmemOut;
wire MemRead, MemWrite;
always@(select)  
	begin
		case(select)
			4'd0:
				begin
					outputled2[17:0] = IMEM_instruction[26:8];
					outputled1[7:0] = IMEM_instruction[7:0];
				end
			4'd1:
				begin
					outputled2[17:0] = REG_data_out1[26:8];
					outputled1[7:0] = REG_data_out1[7:0];
				end
			4'd2:
				begin
					outputled2[17:0] = REG_data_out2[26:8];
					outputled1[7:0] = REG_data_out2[7:0];
				end
			4'd3:
				begin
					outputled2[17:0] = ALU_result[26:8];
					outputled1[7:0] = ALU_result[7:0];
				end
			4'd4:
				begin
					outputled2[17:0] = 18'd0;
					outputled1[7:0] = ALU_status_1[7:0];
				end
			4'd5:
				begin
					outputled2[17:0] = dmemOut[26:8];
					outputled1[7:0] = dmemOut[7:0];
				end
			4'd6:
				begin
					outputled2[2:0] = control_signal[10:8];
					outputled1[7:0] = control_signal[7:0];
				end
			4'd7:
				begin
					outputled2[17:0] = 18'd0;
					outputled1[7:4] = 4'd0;
					outputled1[3:0] = ALU_control[3:0];
				end
			4'd8:
				begin
					outputled2[17:0] = PC_OUT[26:8];
					outputled1[7:0] = PC_OUT[7:0];
				end
		endcase
	end
hexto7segment seg0(.dataIn(ALU_result[3:0]), .dataOut(hex0[6:0]));
hexto7segment seg1(.dataIn(ALU_result[7:4]), .dataOut(hex1[6:0]));
hexto7segment seg2(.dataIn(ALU_result[11:8]), .dataOut(hex2[6:0]));
hexto7segment seg3(.dataIn(ALU_result[15:12]), .dataOut(hex3[6:0]));
hexto7segment seg4(.dataIn(ALU_result[19:16]), .dataOut(hex4[6:0]));
hexto7segment seg5(.dataIn(ALU_result[23:20]), .dataOut(hex5[6:0]));
hexto7segment seg6(.dataIn(ALU_result[27:24]), .dataOut(hex6[6:0]));
hexto7segment seg7(.dataIn(ALU_result[31:28]), .dataOut(hex7[6:0]));
pc pc1(.SYS_clk(SYS_clk), .SYS_reset(SYS_reset), .pc_in(PC_IN), .pc_out(PC_OUT));
IM im1(.IMEM_PC(PC_OUT), .IMEM_instruction(IMEM_instruction));
adder4 add1(.dataIn(PC_OUT), .dataOut(PC_4));
shiftLeft_26bit shift1(.dataIn(IMEM_instruction[25:0]), .dataOut(shiftOut1));
adder add2(.dataIn1(PC_4), .dataIn2(shiftOut1), .dataOut(addOut2));
shiftLeft shift2(.dataIn(extend32bit), .dataOut(shiftOut2));
adder add3(.dataIn1(PC_4), .dataIn2(shiftOut2), .dataOut(addOut3));
and1 and1(.dataIn1(control_signal[4]), .dataIn2(ALU_status_1[7]), .dataOut(andOut));
mux2to1_32bit mux3(.dataIn1(PC_4), .dataIn2(addOut3), .sel(andOut), .dataOut(dataOutMux3));
mux2to1_32bit mux4(.dataIn1(dataOutMux3), .dataIn2(addOut2), .sel(control_signal[1]), .dataOut(PC_IN));
mux2to1_5bit mux1(.dataIn1(IMEM_instruction [20:16]), .dataIn2(IMEM_instruction [15:11]), .sel(control_signal[10]), .dataOut(dataOut_mux5bit [4:0]));
REG reg1(.REG_address1(IMEM_instruction [25:21]), .REG_address2(IMEM_instruction [20:16]), .REG_address_wr(dataOut_mux5bit [4:0]), .REG_write_1(control_signal[7]), .SYS_clk(SYS_clk), .REG_data_wb_in1(dataOutMux5), .REG_data_out1(REG_data_out1), .REG_data_out2(REG_data_out2));
signExtend extend1(.dataIn(IMEM_instruction[15:0]), .dataOut(extend32bit));
mux2to1_32bit mux2(.dataIn1(REG_data_out2), .dataIn2(extend32bit), .sel(control_signal[9]), .dataOut(dataOut_mux32bit));
ALU alu1(.ALU_control(ALU_control [3:0]), .ALU_operand_1(REG_data_out1), .ALU_operand_2(dataOut_mux32bit), .ALU_result(ALU_result), .ALU_status(ALU_status_1));
ALUControl alucontrol1(.ALUOp(control_signal [3:2]), .instruction(IMEM_instruction[5:0]), .ALU_control(ALU_control [3:0]));
control control1(.OpCode(IMEM_instruction [31:26]), .control_signal(control_signal [10:0]));
ExceptionHandle exception1(.ALU_status(ALU_status_1), .readIn(control_signal[6]), .writeIn(control_signal[5]), .MemRead(MemRead), .MemWrite(MemWrite));
DMEM dmem1(.SYS_clk(SYS_clk), .DMEM_address(ALU_result), .DMEM_data_in(REG_data_out2), .DMEM_mem_write(MemWrite), .DMEM_mem_read(MemRead), .DMEM_data_out(dmemOut));
mux2to1_32bit mux5(.dataIn1(ALU_result), .dataIn2(dmemOut), .sel(control_signal[8]), .dataOut(dataOutMux5));
endmodule
module shiftLeft(dataIn, dataOut);
input [31:0] dataIn;
output [31:0] dataOut;
reg [31:0] dataOut;
always @ (dataIn)
	begin
		dataOut = dataIn << 2;
   end
endmodule
module shiftLeft_26bit(dataIn, dataOut);
input [25:0] dataIn;
output [31:0] dataOut;
reg [31:0] dataOut;
always @ (dataIn)
	begin
		dataOut = { {16{dataIn[25]}}, dataIn[25:0]} << 2;
   end
endmodule
module signExtend(dataIn, dataOut);
input [15:0] dataIn;
output [31:0] dataOut;
reg [31:0] dataOut;
always @ (dataIn)
	begin
		dataOut <= { {16{dataIn[15]}}, dataIn[15:0]};
   end
endmodule
==> flow_summary.yaml <==
# physical design summary
outcome:
  status: "completed"
synth:
  numSynthFlops: 371
  synth-simple-area-share_pct: 12.8
  logic_family: "AND-OR/OR-AND gates"
  synth-adder-area-share_pct: 11.1
  ys.flop_type: "edfxtp_1"
  synthArstFlopShare_pct: 8.09
  synth_area_sq_mm: 0.0248
  yosysWarnings: 17
  ys_types: 90
  syn-instance-count: 2408
  ys_cells: 2408
  compound_area_share_pct: 15.8
  syn_avg_cell_area_sq_um: 10.3
  xor_area_share_pct: 4.38
  edf_count: 256
  ys_sh_mux_pct: 12.7
  yosysChipArea_sq_mm: 0.0248
timing:
  unclocked_pins: 85
  untimed_endpoints: 679
  finalCritPeriodShare_pct: 56.8
  slew_violations: 0
  worst_pin_slew_ns: 0.892
  hold_viol_final: 0
  finalSetupTns_ns: 0
  min_period_ns: 4.43
  grt_setup_unrepaired: "false"
  max_freq_ghz: 0.226
  slew_headroom_pct: 38.8
  fin_skew_ns: 0.0366
  hold-worst-slack_ns: 0.598
  setup_viol: 0
  setup_ws_ns: 3.37
pwr:
  power.density_mw_per_mm2: 113
  p_leak_nw: 10.4
  ir_worst_vdd_v: 0.000161
  finalPower_mw: 3.16
clock_network:
  cts.clk_slew.worst_paths_ns: 0.06
  cts_buffers: 30
  cts_tree: "built"
  hold_buffers: 0
  htree_levels: 1
  clock_path_buffers: 3
  clockRootBuffer: "clkbuf_16"
  cts.repair.resized: 0
  insertion_delay_ns: 0.61
  post-cts-setup-buffer-count: 0
route:
  drtIter0Drc: 1620
  via_per_inst: 5.42
  dr.pass1.iters: 8
  wl_met1_mm: 32.7
  wl_met2_mm: 32.9
  wire_per_inst_microns: 21.6
  ant_nets: 0
  wl_mm: 76.6
  num_vias: 19300
  maxUsedRoutingLayer: "met4"
  drc_errors: 0
  wl_met3_mm: 7.97
place:
  place.gp.congestion: 1.02
  port_buffers: 87
  pre_cts_ws_ns: 3.43
  dp_cells: 3493
  dp_hpwl_mm: 56.8
final_layout:
  lay_top_cells: "256 x edfxtp_1, 215 x ha_1, 175 x nand2_1, 173 x a21oi_1, 166 x nor2_1"
  layout_top_cell: "edfxtp_1"
  syn_to_final_growth_pct: 12.7
  fin_cells: 3551
  drive_gt1_share_pct: 10.4
critical_path:
  reg2reg_slack_ns: 3.37
  crit_type: "flip-flop to flip-flop"
  max_stage_delay_ns: 0.76
  cp_max_fo: 22
  cp_num_buf_inv: 0
  cpMostUsedCell: "nor3_1"
  path_cells: "and4_1, nand4_1, nor3_1, nand4_1, nor3_1, nand2_1, xnor2_1, ha_1, a21o_1, a21o_1, or3_1, nor3_1, or3_1, nand3_1, xnor2_1"
  worstSetupEndpointType: "flip-flop"
  crit_required_ns: 8.30
  critPathTopFamily: "simple AND/OR/NAND/NOR gates"
  cp_slowest_cell: "dfrtp_1"
  crit_path_start_kind: "flip-flop"
  arrival_ns: 4.93
grt:
  antenna_found_initial: 3
  gr-usage-all-layers_pct: 19.0
  grt_pass1_wl_mm: 116
  grt_pass1_vias: 18500
  grt_max_degree: 61
  overflow: 0
die:
  fp-utilization_pct: 30.3
  core-area_sq_mm: 0.0818
  die_w_microns: 289
  fp-row-count: 105
  die_h_microns: 289
  num_io_pins: 88
  die_area_sq_mm: 0.0837
worst_hold_path:
  hp-class: "flip-flop to flip-flop"
flow_run:
  cap_violations: 0
  tool_warnings: 136
[per-stage QoR]
step / cell area [sq um] / util [%]
CTS: 27900 / 34.1
global placement: 26900 / 32.9
finish: 27900 / 34.1
detailed placement: 26900 / 32.9
floorplan: 24800 / -
global route: 27900 / 34.1
[logic make-up (layout without fill, tap and decap cells)]
kind of cell | Yosys count | in the layout
other | 1 | 5
DFF | 286 | 286
xor gates and xnor gates | 124 | 124
muxes | 192 | 192
and+or+nand+nor | 646 | 646
buffers and inverters | 260 | 329
adders and majority gates | 218 | 218
AOI/OAI and AO/OA | 596 | 596
latches | 85 | 85
[worst paths after layout]
| check | start | endpoint | depth (start not counted) |
|---|---|---|---|
| min in group asynchronous | SYS_reset | pc1.out[15] | 2 |
| max reg2reg | pc1.out[4] | pc1.out[31] | 15 |
| min reg2reg | pc1.out[31] | pc1.out[31] | 2 |
| max | pc1.out[4] | pc1.out[31] | 15 |
| min | pc1.out[31] | pc1.out[31] | 2 |
| max in group asynchronous | SYS_reset | pc1.out[23] | 2 |
[synth_stat cells (26+ instances only)]
cell type    n  area [sq um]
edfxtp_1   256          7690
ha_1       215          2690
nor2_1     176           661
nand2_1    175           657
a21oi_1    174           871
inv_1      147           552
o21ai_0    131           656
clkbuf_1    91           342
mux4_2      89          2000
dlxtn_1     85          1280
xnor2_1     83           727
mux2i_1     63           631
nand3_1     42           210
xor2_1      41           359
nor3_1      39           195
a21o_1      38           285
mux2_2      34           383
nor2b_1     34           213
dfrtp_1     30           751
nand4_1     27           169
a211oi_1    26           195
nand2b_1    26           163
[layout make-up]
class                   count  area [sq um]
fillers                  8112         53900
well taps                1070          1340
clock buffers              37           777
flip-flops and latches    371          9730
clock inverters            17           204
repair buffers            127          1170
diodes                      4          10.0
inverters                 148           556
multi-input cells        1777         14100
[report_power, final]
part | internal [mW] | total, mW | switching [mW]
sequential | 1.66 | 1.66 | 0.00263
clock | 0.811 | 1.42 | 0.610
combinational | 0.0281 | 0.0720 | 0.0439
[per-layer routing]
metal	global-route usage, %	vias up
met3	6.53	131
li1	-	9131
met2	27.7	855
met1	27.3	9139
met4	5.92	0
met5	0	-
[worst reg2reg max path: cells and delay by family (launching register included)]
family / cells / cell delay, ns
adders and majority gates: 1 / 0.32
xor gates and xnor gates: 2 / 0.37
and+or+nand+nor: 10 / 2.50
AOI/OAI and AO/OA: 2 / 0.38
DFF: 1 / 0.76
[sequential cells by signal, indices dropped and copies added, names as in the netlist]
signal	count
reg1.register	256
alu1.ALU_result_temp	33
pc1.out	30
outputled2	18
im1.IMEM_instruction	15
outputled1	8
control1.control_signal	5
alucontrol1.ALU_control	4
alu1.ALU_status	2
No activity file was given, so power comes from the tool's default toggle rates.
